**flow/design.v**
```verilog
module arb(req0,req1,req2,req3,clk,resetl,gnt0,gnt1,gnt2,gnt3);
input req0,req1,req2,req3;
input clk,resetl;
output gnt0,gnt1,gnt2,gnt3;
reg gnt0,gnt1,gnt2,gnt3;
reg [8:0] curst, nxtst;
reg [3:0] cntr;
wire cntr_done;
parameter idlest      = 9'b000000001,
          gnt0st      = 9'b000000010,
		  gnt0donest  = 9'b000000100,
		  gnt1st      = 9'b000001000,
		  gnt1donest  = 9'b000010000,
		  gnt2st      = 9'b000100000,
		  gnt2donest  = 9'b001000000,
		  gnt3st      = 9'b010000000,
		  gnt3donest  = 9'b100000000;
always @(posedge clk)
      if(~resetl)
	     curst <= idlest;
	  else
	     curst <= nxtst;
always @(*)
     begin
	 nxtst = idlest;
	 gnt0 = 1'b0;
	 gnt1 = 1'b0;
	 gnt2 = 1'b0;
	 gnt3 = 1'b0;
	 case(curst)
	 idlest: if(req0)
	            nxtst = gnt0st;
				else if(req1)
				nxtst = gnt1st;
				else if(req2)
				nxtst = gnt2st;
				else if(req3)
				nxtst = gnt3st;
				else
				nxtst = idlest;
	 gnt0st:begin
	            gnt0  = 1'b1;
				if(cntr_done)
				nxtst = gnt0donest;
				else
				nxtst =gnt0st;
				end
	 gnt0donest: if(req1)
	            nxtst  = gnt1st;
			else if(req2)
			    nxtst  = gnt2st;
			else if(req3)
			    nxtst  = gnt3st;
			else if(req0)
			    nxtst  = gnt0st;
			else 
			    nxtst  = gnt0donest;
	 gnt1st:begin
	            gnt1  = 1'b1;
				if(cntr_done)
				nxtst = gnt1donest;
				else
				nxtst =gnt1st;
				end
	 gnt1donest: if(req2)
	            nxtst  = gnt2st;
			else if(req3)
			    nxtst  = gnt3st;
			else if(req0)
			    nxtst  = gnt0st;
			else if(req1)
			    nxtst  = gnt1st;
			else 
			    nxtst  = gnt1donest;
	 gnt2st:begin
	            gnt2  = 1'b1;
				if(cntr_done)
				nxtst = gnt2donest;
				else
				nxtst =gnt2st;
				end
	 gnt2donest: if(req3)
	            nxtst  = gnt3st;
			else if(req0)
			    nxtst  = gnt0st;
			else if(req1)
			    nxtst  = gnt1st;
			else if(req2)
			    nxtst  = gnt2st;
			else 
			    nxtst  = gnt2donest;
	 gnt3st:begin
	            gnt3  = 1'b1;
				if(cntr_done)
				nxtst = gnt3donest;
				else
				nxtst =gnt3st;
				end
	 gnt3donest: if(req0)
	            nxtst  = gnt0st;
			else if(req1)
			    nxtst  = gnt1st;
			else if(req2)
			    nxtst  = gnt2st;
			else if(req3)
			    nxtst  = gnt3st;
			else 
			    nxtst  = gnt2donest;
	  default: nxtst=idlest;
	  endcase
	  end
	  always @(posedge clk)
	  if(~resetl)
		 cntr <=4'h0;
	  else if(cntr_done)
	     cntr <=4'h0;
	  else if((curst==gnt0st)||(curst==gnt1st)||(curst==gnt2st)||(curst==gnt3st))
	          cntr<=cntr+ 4'b0001;
	  else cntr<= 4'h0;
	  assign cntr_done = (cntr >= 4'b0111);
endmodule
```
**flow/constraint.sdc**
```tcl
current_design arb

set clk_period 2.3
set clk_io_pct 0.2

create_clock -name clk0 -period $clk_period [get_ports {clk}]

set non_clock_inputs [all_inputs -no_clocks]
set_input_delay [expr $clk_period * $clk_io_pct] -clock clk0 $non_clock_inputs
set_output_delay [expr $clk_period * $clk_io_pct] -clock clk0 [all_outputs]
```
**flow/config.mk**
```make
export PLATFORM = sky130hd
export DESIGN_NAME = arb
export DESIGN_NICKNAME = arb
export VERILOG_FILES = /design/flow/design.v
export SDC_FILE = /design/flow/constraint.sdc
export NUM_CORES = 4
export LEC_CHECK = 1
export CORE_AREA = 10 10 70 70
export DIE_AREA = 0 0 80 80
```
**flow/run.sh**
```bash
#!/bin/bash
# OpenROAD 26Q1-2900-gdf79404cd8, Yosys 0.63+post, stock flow scripts
make -C /OpenROAD-flow-scripts/flow DESIGN_CONFIG=/design/flow/config.mk WORK_HOME=/design/flow/orfs finish
```
==> results.toml <==
# implementation run metrics
[worst_setup_path]
cp_data_arrival_time_ns = 1.20
required_ns = 1.84
setup_slack_on_the_worst_flop_to_flop_path_ns = 0.97
critical_path.startpoint_type = "flip-flop"
critical-path-top-delay-family = "buffers and inverters"
setup.worst_path.end_class = "primary output"
critical_path.n_buffers_inverters = 1
rr_startpoint = "cntr[0]"
path_cells = "clkdlybuf4s50_1"
rr_worst_depth = 5
critical-path-max-stage-delay_ns = 0.50
regToRegEndpoint = "cntr[1]"
slowest_stage = "sky130_fd_sc_hd__clkdlybuf4s50_1"
critical_path_class = "reg -> out"
critPathMaxFanout = 4

[global_routing]
pin_count_of_the_biggest_net_entering_global_routing = 10
gr-usage-all-layers_pct = 3.75
grt_pass1_wl_mm = 1.95
grt.overflow.total = 0
number_of_antenna_violations_at_the_first_check_in_global_routing = 0
grt_pass1_vias = 435

[route]
route.detailed.wl_per_inst_um = 10.3
drcViolationCount = 0
avgViaCountPerCell = 3.89
detail_route.antenna_diodes = 0
firstDrtPassIters = 4
route.vias.total = 443
antenna_violating_nets_post_route = 0
drt-initial-drc-count = 11
wirelength_mm = 1.18

[min_path]
whs_path_depth = 1
timing.hold.worst.class = "reg -> reg"
hold-path-endpoint = "cntr[0]"
hold_path_startpoint = "cntr[0]"

[synth]
synth_cells = 56
yosys_cells = 56
synth-simple-area-share_pct = 16.7
netlist_top_cells_area = "sky130_fd_sc_hd__dfxtp_1 50%, sky130_fd_sc_hd__a32o_1 7.7%, sky130_fd_sc_hd__nor2_1 6.5%"
number_of_flip_flops_and_latches_in_the_synthesized_netlist = 13
cell_accounting_for_the_most_synthesized_area = "sky130_fd_sc_hd__dfxtp_1"
yosys_warnings = 1
yosys.area_share.adder_pct = 2.42
synth.mux.area_fraction_pct = 0
synthesis.area_per_instance_um2 = 9.23
synth.lib_cells_used.distinct = 20
ys_seq_share_pct = 50.4
combined_area_of_all_synthesized_cells_um2 = 517
synth-area-yosys_um2 = 517
yosysTopAreaCellShare_pct = 50.4
synth_compound_gate_area_share_pct = 25.9
synth_xor_xnor_area_share_pct = 1.69
synth.comb.largest_family = "AND-OR/OR-AND gates"

[floorplanning]
fp.dieW_um = 80
fp_util_pct = 15.1
die_height_um = 80
ioPinCount = 10
placement_rows = 21
core_area_um2 = 3420
die-area_um2 = 6400

[cells_and_area]
flow.area_growth_from_synthesis_pct = 32.9
final_layout_size_suffix_gt1_share_pct = 5.88
post_layout_nonfiller_instances = 114

[final_timing]
report.final.hold_viol_count = 0
timing.clock.skew_ns = 0.00379
slew-limit-headroom_pct = 55.7
finalSetupViolCount = 0
report.final.slew_viol_count = 0
timing.fmax_mhz = 603
grt_setup_unrepaired = "no"
clock_period_minus_worst_slack_ns = 1.66
final.period_utilization_pct = 72.1
measured_slew_at_the_worst_slew_check_pin_ns = 0.656
fin_setup_tns_ns = 0

[power]
power_leakage_nw = 0.250
power_density_nw_per_um2 = 607
ir_worst_vdd_v = 0.000378

[placement]
dpl.hpwl_um = 929
io_buffers = 9
gp_congestion = 0.853
dp.cells = 110

[clocking]
clkSinkCount = 13
ctsHoldBuffers = 0
clkLatencyLatePin_ns = 0.27
root_buffer = "sky130_fd_sc_hd__clkbuf_4"
htreeDepth = 1
cts_repair_resize_count = 0
cts_tree = "done"
cts.reportedPaths.clkPinSlew_ns = 0.08
cts.path.max_buffers = 2
cts_inserted_buffers = 3
post-cts-setup-buffers = 0

[run]
tool_warnings = 25
max_cap_viol_count = 0

[outcome]
run_status = "finished, final reports clean"
==> layer usage <==
metal	track usage (%)	up-vias	wire length [um]
met5	0	-	0
met1	4.87	206	567
li1	-	225	-
met2	5.54	10	515
met3	2.05	2	88
met4	0.352	0	6
==> power by group <==
part	total (mW)	switching [mW]	internal [mW]
clock	0.139	0.0717	0.0672
combinational	0.0400	0.0178	0.0223
sequential	0.238	0.00596	0.232
total	0.417	0.0955	0.322
==> state kept, by name, indices dropped and copies added (netlist names) <==
register	count
cntr	4
curst	9
==> how the worst max path moves through the flow <==
stage	endpoint	from	cells past startpoint
after CTS	gnt2	curst[4]	1
after global routing	gnt3	curst[2]	1
final	gnt2	curst[4]	1
==> synthesized netlist by cell type <==
| master | instances |
|---|---|
| sky130_fd_sc_hd__nor2_1 | 9 |
| sky130_fd_sc_hd__nand3_1 | 2 |
| sky130_fd_sc_hd__inv_1 | 3 |
| sky130_fd_sc_hd__ha_1 | 1 |
| sky130_fd_sc_hd__or2_1 | 1 |
| sky130_fd_sc_hd__clkbuf_1 | 1 |
| sky130_fd_sc_hd__nand2_1 | 3 |
| sky130_fd_sc_hd__dfxtp_1 | 13 |
| sky130_fd_sc_hd__and3_1 | 1 |
| sky130_fd_sc_hd__and2_1 | 2 |
| sky130_fd_sc_hd__a32o_1 | 4 |
| sky130_fd_sc_hd__o21ai_1 | 1 |
| sky130_fd_sc_hd__a22o_1 | 2 |
| sky130_fd_sc_hd__a221oi_2 | 1 |
| sky130_fd_sc_hd__o21ai_0 | 4 |
| sky130_fd_sc_hd__a21oi_1 | 4 |
| sky130_fd_sc_hd__nor2b_1 | 1 |
| sky130_fd_sc_hd__o21bai_1 | 1 |
| sky130_fd_sc_hd__xor2_1 | 1 |
| sky130_fd_sc_hd__o41ai_1 | 1 |
==> cell families after synthesis <==
| kind of cell | count (synthesis) |
|---|---|
| AND-OR/OR-AND | 18 |
| XOR/XNOR | 1 |
| adder cells (fa/ha/maj) | 1 |
| buffers and inverters | 4 |
| flip-flops | 13 |
| AND/OR/NAND/NOR | 19 |
==> final cells by class <==
type / count / area, um2
Fill cell: 389 / 2730
Clock buffer: 4 / 26.3
Multi-Input combinational cell: 39 / 241
Inverter: 3 / 11.3
Sequential cell: 13 / 260
Timing Repair Buffer: 9 / 90.1
Tap cell: 46 / 57.6
==> placed cells by master, fill, tap and decap left out, types with 2 or more instances in the layout <==
master                            synthesis  final
sky130_fd_sc_hd__dfxtp_1                 13     13
sky130_fd_sc_hd__nor2_1                   9      9
sky130_fd_sc_hd__clkdlybuf4s50_1          0      9
sky130_fd_sc_hd__a21oi_1                  4      4
sky130_fd_sc_hd__a32o_1                   4      4
sky130_fd_sc_hd__o21ai_0                  4      4
sky130_fd_sc_hd__inv_1                    3      3
sky130_fd_sc_hd__nand2_1                  3      3
sky130_fd_sc_hd__clkbuf_4                 0      3
sky130_fd_sc_hd__and2_1                   2      2
sky130_fd_sc_hd__a22o_1                   2      2
sky130_fd_sc_hd__nand3_1                  2      2
==> stage by stage <==
| stage | cell area, um2 | hold WS (ns) | util [%] | total power, mW | setup WS, ns |
|---|---|---|---|---|---|
| global placement | 661 | 0.428 | 19.3 | 0.283 | 0.500 |
| finish | 687 | 0.448 | 20.1 | 0.417 | 0.642 |
| CTS | 687 | 0.450 | 20.1 | 0.423 | 0.637 |
| detailed placement | 661 | 0.439 | 19.3 | 0.284 | 0.477 |
| floorplan | 517 | 0.418 | - | 0.260 | 1.10 |
| global route | 687 | 0.467 | 20.1 | 0.438 | 0.580 |
Power figures rest on the tool's default switching activity, not on a simulated workload.
